==> flow/design.v <==
module alu_module #(parameter N=4)
(
  input logic [N-1:0] A,
  input logic [N-1:0] B,
  input logic [2:0] UC,
  output logic [N-1:0] RESULT,
  output logic [3:0] FLAGS
);
  logic [N-1:0]temp_result_add;
  logic [N-1:0]temp_result_substract;
  logic [N-1:0]temp_result_and;
  logic [N-1:0]temp_result_or;
  logic [N-1:0]temp_result_xor;
  logic [N-1:0]temp_result_sll;
  logic [N-1:0]temp_result_srl;
  logic [3:0]temp_flag_add;
  logic [3:0]temp_flag_substract;
  logic [3:0]temp_flag_and;
  logic [3:0]temp_flag_or;
  logic [3:0]temp_flag_xor;
  logic [3:0]temp_flag_sll;
  logic [3:0]temp_flag_srl;
  logic [N-1:0]TRESULT;
  logic [3:0]TFLAGS;
	nBitAdder_module adderMod (A, B, temp_result_add, temp_flag_add); 
	nBitSubstractor_module subsMod (A, B, temp_result_substract, temp_flag_substract); 
	and_module andMod (A, B, temp_result_and, temp_flag_and); 
	or_module orMod (A, B, temp_result_or, temp_flag_or); 
	xor_module xorMod (A, B, temp_result_xor, temp_flag_xor); 
	sll_module sllMod (A, B, temp_result_sll, temp_flag_sll); 
	srl_module srlMod (A, B, temp_result_srl, temp_flag_slr); 
    always @(UC)
      begin	
        case (UC)
          1 : begin 
				   TRESULT = temp_result_add;
				   TFLAGS = temp_flag_add;
				  end
          2 : begin 
				   TRESULT = temp_result_substract;
				   TFLAGS = temp_flag_substract;
				  end
          3 : begin 
				   TRESULT = temp_result_and;
				   TFLAGS = temp_flag_and;
				  end
          4 : begin 
				   TRESULT = temp_result_or;
				   TFLAGS = temp_flag_or;
				  end
          5 : begin 
				   TRESULT = temp_result_xor;
				   TFLAGS = temp_flag_xor;
				  end
          6 : begin 
				   TRESULT = temp_result_sll;
				   TFLAGS = temp_flag_sll;
				  end
          7 : begin 
				   TRESULT = temp_result_srl;
				   TFLAGS = temp_flag_slr;
				  end
			 default : begin 
				   TRESULT = 4'b0000;
				   TFLAGS = 4'b0000;
				  end
      endcase
	  end
	assign RESULT = TRESULT;
	assign FLAGS = TFLAGS;
endmodule 
module and_module #(parameter N=4)
(
  input logic [N-1:0] a,
  input logic [N-1:0] b,
  output logic [N-1:0] result,
  output logic [3:0] flags
);
  assign result = a && b;
  always @(result)
    begin
      if(result == 4'b0000)
	     flags=4'b0001;
	   else
	     flags=4'b0000;
    end
endmodule 
module decoder_module #(parameter N=4)
(
  input logic [N-1:0] results,
  output logic [6:0] display
);
  always @(results)
    begin
	   case (results)
		  0 : display = 7'b1000000;
		  1 : display = 7'b1111001;
		  2 : display = 7'b0100100;
		  3 : display = 7'b0110000;
		  4 : display = 7'b0011001;
		  5 : display = 7'b0010010;
		  6 : display = 7'b0000010;
		  7 : display = 7'b1111000;
		  8 : display = 7'b0000000;
		  9 : display = 7'b0011000;
		  10 : display = 7'b0001000;   
		  11 : display = 7'b0000011;   
		  12 : display = 7'b1000110;   
		  13 : display = 7'b0100001;   
		  14 : display = 7'b0000110;   
		  15 : display = 7'b0001110;   
		  default : display = 7'b1111111; 
       endcase
	  end
endmodule 
module nBitAdder_module #(parameter N=4)
(
  input logic [N-1:0] a, 
  input logic [N-1:0] b,
  output logic [N-1:0] result,
  output logic [3:0] flags
 );
  logic co;
  logic [N-1:0] c;
  genvar i;
  generate
    assign co = 0;
	   oneBitFullAdder_module oba0 (a[0], b[0], co, result[0], c[0]);
	   for(i=1; i<N; i=i+1) begin: forloop
	     oneBitFullAdder_module obaN (a[i],b[i],c[i-1],result[i],c[i]);	 
	   end
		always @(result)
		  begin
		    if(result == 4'b0000 && c[N-1]==0)
			   flags=4'b0001;
			 else if((c[N-1]==1))
				flags=4'b0010;
			 else
				flags=4'b0000;
		  end		
  endgenerate  
endmodule 
module nBitSubstractor_module #(parameter N=4)
(
  input logic [N-1:0] a, 
  input logic [N-1:0] b,
  output logic [N-1:0] result,
  output logic [3:0] flags
 );
  logic co;
  logic [N-1:0] c;
  genvar i;
  generate
	 assign co = 0;
	 oneBitFullSubstractor_module oba0 (a[0], b[0], co, result[0], c[0]);
	 for(i=1; i<N; i=i+1) begin: forloop
	  oneBitFullSubstractor_module obaN (a[i],b[i],c[i-1],result[i],c[i]);	 
	 end
	 always @(result)
	   begin
		  if(result == 4'b0000 && c[N-1]==0)
		    flags=4'b0001;
		  else if((c[N-1]==1))
			 flags=4'b0100;
		  else
			 flags=4'b0000;
	   end		
  endgenerate 
endmodule 
module oneBitFullAdder_module
(
  input logic a,
  input logic b,
  input logic cin,
  output logic res,
  output logic cout
);
  assign res = (~a & ~b & cin) | (~a & b & ~cin) | (a & b & cin) | (a & ~b & ~cin);
  assign cout = (~a & b & cin) | (a & ~b & cin) | (a & b & ~cin) | (a & b & cin);
endmodule 
module oneBitFullSubstractor_module
(
  input logic a,
  input logic b,
  input logic cin,
  output logic res,
  output logic cout
);
  assign res = (cin & ~a & ~b) | (~cin & ~a & b) | (cin & a & b) | (~cin & a & ~b);
  assign cout = (cin & ~a) | (cin & b) | (~a & b);
endmodule 
module or_module #(parameter N=4)
(
  input logic [N-1:0] a,
  input logic [N-1:0] b,
  output logic [N-1:0] result,
  output logic [3:0] flags
);
  assign result = a || b;
  always @(result)
    begin
      if(result == 4'b0000)
	     flags=4'b0001;
	   else
	     flags=4'b0000;
    end
endmodule 
module sll_module #(parameter N=4)
(
  input logic [N-1:0] a,
  input logic [N-1:0] b,
  output logic [N-1:0] result,
  output logic [3:0] flags
);
  assign result = a << b;
  always @(result)
    begin
	  if(result == 4'b0000)
	    flags=4'b0001;
	  else
	    flags=4'b0000;
	end
endmodule 
module srl_module #(parameter N=4)
(
  input logic [N-1:0] a,
  input logic [N-1:0] b,
  output logic [N-1:0] result,
  output logic [3:0] flags
);
  assign result = a >> b;
  always @(result)
    begin
	  if(result == 4'b0000)
	    flags=4'b0001;
	  else
	    flags=4'b0000;
	end
endmodule 
module top_module #(parameter N=4)
(
  input logic [N-1:0] a, 
  input logic [N-1:0] b,
  input logic [2:0] uc, 
  output logic [6:0] results,
  output logic [3:0] flags
);
  logic [N-1:0] temp_results;
  logic [3:0] temp_flags;
  alu_module alu(a, b, uc, temp_results, temp_flags);
  decoder_module deco(temp_results, results);
  assign flags = temp_flags;
endmodule 
module xor_module #(parameter N=4)
(
  input logic [N-1:0] a,
  input logic [N-1:0] b,
  output logic [N-1:0] result,
  output logic [3:0] flags
);
  assign result = a ^ b;
  always @(result)
    begin
	  if(result == 4'b0000)
	    flags=4'b0001;
	  else
	    flags=4'b0000;
	end
endmodule 
==> flow/run.sh <==
#!/bin/bash
# OpenROAD 26Q1-2900-gdf79404cd8, Yosys 0.63+post, stock flow scripts
make -C /OpenROAD-flow-scripts/flow DESIGN_CONFIG=/design/flow/config.mk WORK_HOME=/design/flow/orfs finish
==> flow/config.mk <==
export PLATFORM = sky130hd
export DESIGN_NAME = top_module
export DESIGN_NICKNAME = top_module
export VERILOG_FILES = /design/flow/design.v
export SDC_FILE = /design/flow/constraint.sdc
export NUM_CORES = 4
export LEC_CHECK = 1
export CORE_AREA = 10 10 86 86
export DIE_AREA = 0 0 96 96
==> flow/constraint.sdc <==
current_design top_module

set clk_period 5.3
set clk_io_pct 0.2

create_clock -name clk0 -period $clk_period

set non_clock_inputs [all_inputs -no_clocks]
set_input_delay [expr $clk_period * $clk_io_pct] -clock clk0 $non_clock_inputs
set_output_delay [expr $clk_period * $clk_io_pct] -clock clk0 [all_outputs]
==> impl_metrics.env <==
# flow metrics
export IMPL_numPortBuffers=21
export IMPL_synth_avg_cell_area_um2=7.734
export IMPL_slew_viol_final=0
export IMPL_crit_type="input port to output port"
export IMPL_diodes=0
export IMPL_grt_setup_unrepaired="false"
export IMPL_fp_util=0.1926
export IMPL_areaGrowthSynthToFinish_pct=37.28
export IMPL_cp_depth=15
export IMPL_synth_area_mm2=0.001067
export IMPL_gp_congestion=0.8683
export IMPL_finalSetupViolations=0
export IMPL_ys_warn_count=11
export IMPL_die_w_um=96
export IMPL_register_area_um2=0
export IMPL_grt_pass1_vias=1060
export IMPL_routed_via_density=4.544
export IMPL_fillers=613
export IMPL_drtPass1Iterations=4
export IMPL_drtAntennaViolNets=0
export IMPL_synthCells=138
export IMPL_tool_warnings=41
export IMPL_crit_required_ns=4.24
export IMPL_status="finished clean"
export IMPL_tns_ns=0
export IMPL_crit_buf_inv=5
export IMPL_ys_cells=138
export IMPL_maxCapViolCount=0
export IMPL_overflow=0
export IMPL_fin_area_mm2=0.001465
export IMPL_hold_class="input port to output port"
export IMPL_cp_max_fo=4
export IMPL_top_area_cell="ha_1"
export IMPL_power_leakage_nw=0.5934
export IMPL_postSynthSeqShare=0
export IMPL_hold_buffers=0
export IMPL_synthDistinctLibCells=52
export IMPL_final_layout_size_suffix_gt1_frac=0.2308
export IMPL_antenna_found_initial=0
export IMPL_grt_max_degree=14
export IMPL_flops=0
export IMPL_drt_iter0_drc=98
export IMPL_min_period_over_period=0.9693
export IMPL_whs_path_depth=6
export IMPL_grt_usage=0.06320
export IMPL_placementRows=27
export IMPL_dieArea_mm2=0.009216
export IMPL_hold_worst_slack_ns=3.184
export IMPL_maxSlewHeadroom=0.6601
export IMPL_yosys_area_mm2=0.001067
export IMPL_vias=1095
export IMPL_grt_pass1_wl_um=4892
export IMPL_coreArea_mm2=0.005540
export IMPL_fin_crit_ns=5.137
export IMPL_startpoint_type="input port"
export IMPL_crit_arrival_ns=4.08
export IMPL_max_stage_delay_ns=0.46
export IMPL_area_leaders="ha_1 13%, fa_1 11%, inv_1 6.3%"
export IMPL_fin_ws_ns=0.1628
export IMPL_vdd_drop_max_mv=0.02415
export IMPL_hold_violations=0
export IMPL_cp_top_family="adder cells"
export IMPL_crit_path_end_kind="output port"
export IMPL_place_area_mm2=0.001439
export IMPL_place_ws_ns=-0.2036
export IMPL_remaining_drc_errors=0
export IMPL_top_cells_by_count="18 x inv_1, 11 x ha_1, 10 x nand2_1"
export IMPL_ios=22
export IMPL_wl_per_cell_um=11.87
export IMPL_yosysMostFrequentCell="inv_1"
export IMPL_dp_hpwl_um=2438
export IMPL_slowest_stage="fa_1"
export IMPL_crit_top_cell="fa_1"
export IMPL_die_h_um=96
export IMPL_fmax_mhz=194.7
export IMPL_clkbuf_count=0
export IMPL_crit_chain="dlygate4sd2_1 > ha_2 > fa_1 > inv_2 > fa_1 > inv_1 > fa_1 > mux2i_1 > o22a_1 > o31ai_4 > buf_4 > nor3_1 > o2bb2ai_1 > a31o_1 > clkdlybuf4s50_1"
export IMPL_drt_total_wl_um=2860
export IMPL_cellPowerDensity_mw_per_mm2=106.7
export IMPL_tightest_slew_ns=0.5098
export IMPL_top_area_frac=0.1290
[stage by stage]
step | util | power, mW | std cells
floorplan | - | 0.08832 | 138
global placement | 0.2597 | 0.1532 | 240
detailed placement | 0.2597 | 0.1532 | 240
CTS | 0.2624 | 0.1572 | 241
global route | 0.2645 | 0.1745 | 241
finish | 0.2645 | 0.1564 | 241
[where the power goes]
part           switching (mW)  leakage [nW]  internal, mW
Combinational          0.0734         0.593        0.0830
Clock                       0             0             0
Sequential                  0             0             0
Total                  0.0734         0.593        0.0830
[logic make-up (layout without fill, tap and decap cells)]
family | Yosys count | after routing | synth area share
other | 1 | 1 | 0.003514
multiplexers | 5 | 5 | 0.04807
buffers and inverters | 26 | 57 | 0.1161
AND/OR/NAND/NOR | 49 | 49 | 0.2755
adder cells (fa/ha/maj) | 17 | 17 | 0.2415
AND-OR/OR-AND | 40 | 40 | 0.3153
[per-layer routing]
layer  share of wire  vias up  wire length [µm]  GRT usage
met3           0.022        2                62   0.007075
met4          0.0010        0                 3   0.002457
li1                -      563                 -          -
met1            0.47      510              1357    0.08581
met5               0        -                 0          0
met2            0.50       20              1437     0.1104
[repair_timing]
item	CTS	global route
gates resized	6	5
pin swaps	3	3
endpoints found under the setup margin	7	8
buffers inserted	1	0
[worst paths after layout]
check	startpoint	endpoint
setup / recovery	b[0]	results[0]
hold / removal	a[0]	flags[0]
[cell usage in the layout (no fill, tap or decap), drive strengths merged, types with 2 or more instances in the layout]
cell type	instances
nor2b	2
nor4	3
nor2	9
nor3	6
buf	18
nand2	12
dlygate4sd2	3
nand3b	3
mux2i	4
a211oi	5
a21oi	6
o21ai	4
clkdlybuf4s50	17
o221ai	2
a31oi	2
inv	18
nor3b	2
ha	11
fa	6
nand3	2
nand2b	3
o22ai	7
[area by class of cell]
| class | instances | area, µm² | area share |
|---|---|---|---|
| Inverter | 18 | 67.56 | 0.04611 |
| Multi-Input combinational cell | 112 | 959.7 | 0.6550 |
| Tap cell | 72 | 90.09 | 0.06149 |
| Timing Repair Buffer | 39 | 347.8 | 0.2374 |
Power is estimated from default activity; no workload was simulated.
